**config.mk**
```make
export PLATFORM = sky130hd
export DESIGN_NAME = main
export DESIGN_NICKNAME = main
export VERILOG_FILES = /design/flow/design.v
export SDC_FILE = /design/flow/constraint.sdc
export NUM_CORES = 4
export LEC_CHECK = 1
export CORE_AREA = 10 10 78 78
export DIE_AREA = 0 0 88 88
```
**constraint.sdc**
```tcl
current_design main

set clk_period 4.1
set clk_io_pct 0.2

create_clock -name clk0 -period $clk_period [get_ports {clock}]

set non_clock_inputs [all_inputs -no_clocks]
set_input_delay [expr $clk_period * $clk_io_pct] -clock clk0 $non_clock_inputs
set_output_delay [expr $clk_period * $clk_io_pct] -clock clk0 [all_outputs]
```
**design.v**
```verilog
module BCD_Deco(input logic A,B,C,D,E,F,
			output logic G,H,I,J,K,L,M);
		assign G = (A & B) | (A & C);
		assign H = (~A & B & D) | (~A & B & C) | (B & C & D) | (A & ~B & ~C);
		assign I = (A & ~B & ~C) | (A & ~C & E) | (A & ~C & D) | (~A & ~B & C & E) | (~A & ~B & C & D) | (~A & C & D & E) | (~A & B & ~C & ~D) | (A & B & C & ~D);
		assign J = (~A & ~B & C & ~D & ~E) | (~A & B & ~C & ~D & E) | (~A & B & C & D & ~E) | (A & ~B & ~C & D & E) | (A & B & ~C & ~D & ~E) | (A & B & C & ~D & E);
		assign K = (~A & ~B & ~C & D) | (~B & C & D & E) | (~A & B & ~D & ~E) | (~A & B & C & ~D) | (B & C & ~D & ~E) | (A & ~B & D & ~E) | (A & ~B & ~C & ~D & E) | (A & B & ~C & D & E);
		assign L = (~A & ~B & ~C & E) | (~A & ~C & D & E) | (A & ~B & ~C & ~E) | (A & ~C & D & ~E) | (A & ~B & C & E) | (A & C & D & E) | (~A & ~B & C & D & ~E) | (~A & B & ~C & ~D & ~E) | (~A & B & C & ~D & E) | (A & B & C & ~D & ~E);
		assign M = F;
endmodule
module BCD_to_Deco(input logic A,B,C,D,
						output logic E,F,G,H,I);
	assign E = (~A & D) | (~A & C) | (~A & B) | (A & ~B & ~C);
	assign F = (~B & ~C & ~D) | (~A & B & D) | (~A & B & C) | (A & ~B & ~C);
	assign G = (~A & ~B) | (~A & ~C & ~D) | (~B & ~C & D);
	assign H = (~C & ~D) | (C & D) | (A & ~D) | (A & B);
	assign I = (C & ~D) | (B & ~D) | (A & ~D) |(A & C) | (A & B);
endmodule
module CounterNBits #(parameter N = 6)
	(input logic clock, reset, output logic [N-1:0] count);
	initial begin
		count = 0;
	end
	always @(posedge clock or posedge reset)
	begin
		if(reset)
			count = 0;
		else if(((2**N)-1) <= count)
			count = 0;
		else
			count <= count + 1;
	end
endmodule
module Deco_7_seg(input logic A,B,C,D,E,
				output logic [0:6] hex);
		assign hex[0] = (~B & C & D & E) | (~A & B & ~C & ~D) | (~A & B & ~C & E) | (A & ~B & C & ~D & ~E) | (A & B & C & ~D & E);
		assign hex[1] = (~B & ~C & E) | (~A & ~C & D) | (~B & ~C & D) | (~A & C & ~D) | (A & ~C & ~D) | (~A & ~B & D & ~E) | (~A & B & ~C & ~E) | (A & B & C & D);
		assign hex[2] = (A & ~B & ~C) | (~B & ~D & E) | (~A & ~C & D) | (~A & B & ~D & ~E) | (~A & ~B & C & ~E) | (A & B & C & D) | (~A & B & C & E); 
		assign hex[3] = (~A & ~C & ~D & ~E) | (~A & ~B & C & E) | (~A & C & D & E) | (~B & C & D & E) | (A & ~B & C & ~D & ~E) | (A & B & ~C & D & ~E);
		assign hex[4] = (A & C & ~D & ~E) | (A & ~B & C & D) | (A & B & ~C & ~E) | (~A & B & ~C & ~D & E);
		assign hex[5] = (A & ~B & C & ~D) | (A & ~B & C & ~E) | (~A & B & ~C & ~D & E) | (A & B & ~C & D & ~E);
		assign hex[6] =  (~A & B & ~C & ~D) | (~A & B & ~C & E) | (~A & ~B & ~C & D & ~E) | (~A & B & C & D & ~E) | (A & ~B & C & ~D & ~E) | (A & B & ~C & D & ~E) | (A & B & C & ~D & E);
endmodule
module main(input logic clock, reset, output logic [0:6] hex1, hex2);
	reg [5:0] count;
	CounterNBits counter5(clock, reset, count);
	BCD_Deco bcd_deco(count[5], count[4], count[3], count[2], count[1], count[0], G, H, I, J, K, L, M);
	BCD_to_Deco BCDToDeco1(J,K,L,M, 
                    E1,F1,G1,H1,I1);
    BCD_to_Deco BCDToDeco2(0,G,H,I, 
                    E2,F2,G2,H2,I2);
    Deco_7_seg Deco_7_seg1(E1,F1,G1,H1,I1, hex1);
    Deco_7_seg Deco_7_seg2(E2,F2,G2,H2,I2, hex2);
endmodule
```
**run.sh**
```bash
#!/bin/bash
# OpenROAD 26Q1-2900-gdf79404cd8, Yosys 0.63+post, stock flow scripts
make -C /OpenROAD-flow-scripts/flow DESIGN_CONFIG=/design/flow/config.mk WORK_HOME=/design/flow/orfs finish
```
==> report_table.html <==
<h2>Implementation results</h2>
<table>
<tr><th>Metric</th><th>Value</th></tr>
<tr><th colspan="2">Logic synthesis</th></tr>
<tr><td>Flip-flop and latch count after synthesis</td><td>6</td></tr>
<tr><td>Async S/R FF share, synth</td><td>100%</td></tr>
<tr><td>Combined area of all synthesized cells</td><td>1230 sq um</td></tr>
<tr><td>Number of enable flip-flop cells</td><td>0</td></tr>
<tr><td>Seq share, synth</td><td>12.2%</td></tr>
<tr><td>Post-synth cell types</td><td>59</td></tr>
<tr><td>Syn_area_per_cell</td><td>7.04 sq um</td></tr>
<tr><td>Count of mapped cells out of synthesis</td><td>175</td></tr>
<tr><td>Synth Flop Type</td><td>sky130_fd_sc_hd__dfrtp_1</td></tr>
<tr><td>Synth warn</td><td>19</td></tr>
<tr><td>Yosys stat chip area</td><td>1230 sq um</td></tr>
<tr><td>Cell total in the yosys stat output</td><td>175</td></tr>
<tr><th colspan="2">Floorplanning</th></tr>
<tr><td>Area of the die</td><td>7740 sq um</td></tr>
<tr><td>Number of standard-cell rows in the floorplan</td><td>24</td></tr>
<tr><td>Pre-Place Util</td><td>27.9%</td></tr>
<tr><td>Chip Height</td><td>88 microns</td></tr>
<tr><td>Core region area</td><td>4410 sq um</td></tr>
<tr><td>Io pins</td><td>16</td></tr>
<tr><td>Chip width</td><td>88 microns</td></tr>
<tr><th colspan="2">STA</th></tr>
<tr><td>Setup clock skew after layout</td><td>0.700 ps</td></tr>
<tr><td>Count of pins over their slew limit</td><td>0</td></tr>
<tr><td>Clock period minus worst slack</td><td>3870 ps</td></tr>
<tr><td>Unrepaired setup endpoints after global routing</td><td>yes</td></tr>
<tr><td>Maximum clock frequency</td><td>259 MHz</td></tr>
<tr><td>Relative slew margins</td><td>62.3%</td></tr>
<tr><td>Cycle use final</td><td>94.3%</td></tr>
<tr><td>Slew at the pin closest to its max-slew limit</td><td>566 ps</td></tr>
<tr><td>Hold Fails Final Rpt</td><td>0</td></tr>
<tr><td>Final count of negative-setup-slack endpoints</td><td>0</td></tr>
<tr><th colspan="2">Drt</th></tr>
<tr><td>Iteration tally of the first detailed-router pass</td><td>4</td></tr>
<tr><td>Wire length per cell</td><td>12.1 microns</td></tr>
<tr><td>Drt total wl</td><td>2810 microns</td></tr>
<tr><td>Total via count in the routed design</td><td>1,238</td></tr>
<tr><td>Initial DRC count</td><td>140</td></tr>
<tr><td>Antenna diode count</td><td>0</td></tr>
<tr><td>Detail-routed via count per cell</td><td>5.34</td></tr>
<tr><td>Remaining number of nets flagged by the antenna check after routing</td><td>0</td></tr>
<tr><td>Final routed DRC violation total</td><td>0</td></tr>
<tr><th colspan="2">Setup path</th></tr>
<tr><td>CP required</td><td>3280 ps</td></tr>
<tr><td>Crit path max fanout</td><td>13</td></tr>
<tr><td>Worst path slowest cell</td><td>sky130_fd_sc_hd__dfrtp_1</td></tr>
<tr><td>Critical setup path kind</td><td>reg -&gt; out</td></tr>
<tr><td>Critical Path, Cell by Cell</td><td>nor2b_1 -&gt; xor2_1 -&gt; a211o_1 -&gt; ha_1 -&gt; mux2_2 -&gt; o221ai_1 -&gt; clkdlybuf4s50_1</td></tr>
<tr><td>Critical path endpoint category</td><td>output pin</td></tr>
<tr><td>Data arrival, critical path</td><td>3050 ps</td></tr>
<tr><td>Crit path launch type</td><td>register</td></tr>
<tr><td>Largest stage delay, worst path</td><td>510 ps</td></tr>
<tr><th colspan="2">Pwr</th></tr>
<tr><td>Power per unit of standard cell area</td><td>104 nW/um^2</td></tr>
<tr><td>Static leakage</td><td>0.000579 uW</td></tr>
<tr><td>Overall power of the completed layout</td><td>149 uW</td></tr>
<tr><td>Part of the total power dissipated in the clock network</td><td>58.6%</td></tr>
<tr><td>Sequential cell fraction of total power</td><td>40.0%</td></tr>
<tr><td>Max rail drop VDD</td><td>0.121 mV</td></tr>
<tr><td>Net load switching power</td><td>25.5 uW</td></tr>
<tr><td>Net switching share of the total power</td><td>17.1%</td></tr>
<tr><td>Internal power contribution</td><td>123 uW</td></tr>
<tr><td>Portion of total power attributed to combinational logic</td><td>1.4%</td></tr>
<tr><th colspan="2">Finish</th></tr>
<tr><td>Total area of multi-input combinational cells</td><td>963 sq um</td></tr>
<tr><td>Area grow syn2layout</td><td>16.1%</td></tr>
<tr><td>Register containing the most flip-flops in the final layout</td><td>counter5.count</td></tr>
<tr><td>Number of filler cells placed in the layout</td><td>462</td></tr>
<tr><td>Fraction of final layout cells with drive strength greater than 1</td><td>10.6%</td></tr>
<tr><td>Most frequent logic cells in the routed design</td><td>sky130_fd_sc_hd__nand2_1, sky130_fd_sc_hd__clkdlybuf4s50_1, sky130_fd_sc_hd__nor2_1</td></tr>
<tr><td>Final cell utilization of the core</td><td>32.4%</td></tr>
<tr><td>Sequential cell area in the final layout</td><td>151 sq um</td></tr>
<tr><td>Number of flip-flops in the largest register</td><td>6</td></tr>
<tr><td>Dominant logic cell type in the layout</td><td>sky130_fd_sc_hd__nand2_1</td></tr>
<tr><td>Top flop regs</td><td>counter5.count: 6 flops</td></tr>
<tr><th colspan="2">Global route</th></tr>
<tr><td>Number of antenna violations at the first check in global routing</td><td>0</td></tr>
<tr><td>Via count of the first global-routing pass</td><td>1,081</td></tr>
<tr><td>Gr usage total</td><td>7.50%</td></tr>
<tr><td>Pin count of the biggest net entering global routing</td><td>20</td></tr>
<tr><td>First-pass GRT wire length</td><td>4990 microns</td></tr>
<tr><td>Residual overflow from global routing</td><td>0</td></tr>
<tr><th colspan="2">Job</th></tr>
<tr><td>Tool warnings</td><td>27</td></tr>
<tr><td>Max cap viols</td><td>0</td></tr>
<tr><th colspan="2">CTS</th></tr>
<tr><td>Clock buffer count from CTS</td><td>3</td></tr>
<tr><td>Clock root buffer</td><td>sky130_fd_sc_hd__clkbuf_8</td></tr>
<tr><td>Clk Latency, worst-skew pair</td><td>220 ps</td></tr>
<tr><td>Setup fix buffers added after clock tree synthesis</td><td>0</td></tr>
<tr><td>TritonCTS clock tree</td><td>built</td></tr>
<tr><td>H-tree depth</td><td>1</td></tr>
<tr><td>Worst-path clk slew</td><td>40 ps</td></tr>
<tr><td>CTS max path bufs</td><td>2</td></tr>
<tr><td>CTS hold repair buffers</td><td>0</td></tr>
<tr><td>TritonCTS Sinks</td><td>6</td></tr>
<tr><th colspan="2">Run status</th></tr>
<tr><td>Status</td><td>complete, no violations</td></tr>
<tr><th colspan="2">Placed design</th></tr>
<tr><td>Detail Placement HPWL</td><td>2070 microns</td></tr>
<tr><td>Port Buffers</td><td>15</td></tr>
<tr><td>Placer Congestion</td><td>0.867</td></tr>
<tr><th colspan="2">Worst hold path</th></tr>
<tr><td>Hold crit path type</td><td>reg -&gt; reg</td></tr>
</table>
[path summary, 6_finish.rpt]
kind                                        start           endpoint  slack (ps)  cells past startpoint
worst min-delay path            counter5.count[3]  counter5.count[3]         580                      1
worst min register to register  counter5.count[3]  counter5.count[3]         580                      1
min in group asynchronous                   reset  counter5.count[2]         810                      2
worst max register to register  counter5.count[1]  counter5.count[3]        2530                      4
max in group asynchronous                   reset  counter5.count[5]        3090                      2
worst max-delay path            counter5.count[2]            hex1[3]         230                      7
[cells in the mapped netlist (3+ instances only)]
cell                       instances  area share [%]
sky130_fd_sc_hd__ha_1              4             4.1
sky130_fd_sc_hd__buf_2             3             1.2
sky130_fd_sc_hd__nor2b_1           4             2.0
sky130_fd_sc_hd__clkbuf_1         10             3.0
sky130_fd_sc_hd__o21ai_1           4             1.6
sky130_fd_sc_hd__nor2_1           13             4.0
sky130_fd_sc_hd__a21oi_1           9             3.7
sky130_fd_sc_hd__xnor2_1           3             2.1
sky130_fd_sc_hd__buf_6             3             2.7
sky130_fd_sc_hd__nand2b_1          5             2.5
sky130_fd_sc_hd__xor2_1            3             2.1
sky130_fd_sc_hd__o211ai_1          3             1.8
sky130_fd_sc_hd__dfrtp_1           6              12
sky130_fd_sc_hd__nand2_1          19             5.8
sky130_fd_sc_hd__nand3_1           8             3.2
sky130_fd_sc_hd__and2_1            4             2.0
sky130_fd_sc_hd__a31oi_1           5             2.5
sky130_fd_sc_hd__inv_1             6             1.8
sky130_fd_sc_hd__o21ai_0           9             3.7
sky130_fd_sc_hd__nor3_1            4             1.6
[power groups by stage]
stage	sequential [uW]	combinational (uW)	clock (uW)
after CTS	59.6	2.14	88.3
final	59.6	2.02	87.3
after global routing	59.5	2.45	93.8
[metrics by stage]
| step | setup slack (ps) | hold WS (ps) | std cells | instance area [sq um] | setup TNS [ps] |
|---|---|---|---|---|---|
| 4_1_cts | 83.4 | 586 | 232 | 1430 | 0 |
| 3_5_place_dp | 316 | 582 | 229 | 1380 | 0 |
| 6_report | 234 | 585 | 232 | 1430 | 0 |
| 3_3_place_gp | 365 | 588 | 229 | 1380 | 0 |
| 5_1_grt | -8.11 | 623 | 232 | 1430 | -8.11 |
| 2_1_floorplan | 931 | 473 | 175 | 1230 | 0 |
[cell families (layout without fill, tap and decap cells)]
kind of cell | after synthesis | count (layout) | share of synthesized area [%]
AOI/OAI and AO/OA | 60 | 60 | 35.3
xor gates and xnor gates | 6 | 6 | 4.26
buffers and inverters | 24 | 29 | 10.1
muxes | 3 | 3 | 2.64
and+or+nand+nor | 71 | 71 | 30.6
DFF | 6 | 6 | 12.2
adders and majority gates | 5 | 5 | 4.97
[metal layers]
metal / vias up / wire length [microns] / track usage, %
met5: - / 0 / 0
met4: 0 / 13 / 0.580
met3: 2 / 256 / 2.62
met2: 38 / 1110 / 10.1
met1: 536 / 1430 / 11.6
li1: 662 / - / -
[worst max-delay path, delay by kind of cell, from the launching register on]
| kind | cells | cell delay, ps |
|---|---|---|
| buf+inv | 1 | 500 |
| fa+ha+maj | 1 | 510 |
| compound gates | 2 | 520 |
| flops | 1 | 510 |
| mux | 1 | 380 |
| simple gates | 1 | 300 |
| xor+xnor | 1 | 100 |
[timing repair]
item	4_1_cts	5_1_grt
gates resized	0	3
endpoints found under the setup margin	0	7
hold endpoints to repair	0	0
[final cells by class]
class | count | share of cell area (%)
Tap cell | 52 | 4.55
Multi-Input combinational cell | 145 | 67.3
Timing Repair Buffer | 20 | 13.1
Inverter | 6 | 1.57
Sequential cell | 6 | 10.6
Clock buffer | 3 | 2.88
No activity file was given, so power comes from the tool's default toggle rates.
